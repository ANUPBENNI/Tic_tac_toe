[/design/flow/run.sh]
#!/bin/bash
# OpenROAD 26Q1-2900-gdf79404cd8, Yosys 0.63+post, stock flow scripts
make -C /OpenROAD-flow-scripts/flow DESIGN_CONFIG=/design/flow/config.mk WORK_HOME=/design/flow/orfs finish
[/design/flow/config.mk]
export PLATFORM = sky130hd
export DESIGN_NAME = tic_tac_toe_game
export DESIGN_NICKNAME = tic_tac_toe_game
export VERILOG_FILES = /design/flow/design.v
export SDC_FILE = /design/flow/constraint.sdc
export NUM_CORES = 4
export LEC_CHECK = 1
export CORE_UTILIZATION = 30
[/design/flow/constraint.sdc]
current_design tic_tac_toe_game

set clk_period 3.0
set clk_io_pct 0.2

create_clock -name clk0 -period $clk_period [get_ports {clock}]

set non_clock_inputs [all_inputs -no_clocks]
set_input_delay [expr $clk_period * $clk_io_pct] -clock clk0 $non_clock_inputs
set_output_delay [expr $clk_period * $clk_io_pct] -clock clk0 [all_outputs]
[/design/flow/design.v]
module fsm_controller(
     input clock,
     input reset,
     play, 
     pc,
     illegal_move,
     no_space,
     win, 
     output reg computer_play, 
     player_play 
     );
parameter IDLE=2'b00;
parameter PLAYER=2'b01;
parameter COMPUTER=2'b10;
parameter GAME_DONE=2'b11;
reg[1:0] current_state, next_state;
always @(posedge clock or posedge reset) 
begin 
 if(reset)
  current_state <= IDLE;
 else 
  current_state <= next_state;
end 
always @(*)
 begin
 case(current_state)
 IDLE: begin 
  if(reset==1'b0 && play == 1'b1)
   next_state <= PLAYER; 
  else 
   next_state <= IDLE;
  player_play <= 1'b0;
  computer_play <= 1'b0;
 end 
 PLAYER:begin 
  player_play <= 1'b1;
  computer_play <= 1'b0;
  if(illegal_move==1'b0)
   next_state <= COMPUTER; 
  else 
   next_state <= IDLE;
 end 
 COMPUTER:begin 
  player_play <= 1'b0;
  if(pc==1'b0) begin 
   next_state <= COMPUTER;
   computer_play <= 1'b0;
  end
  else if(win==1'b0 && no_space == 1'b0)
  begin 
   next_state <= IDLE;
   computer_play <= 1'b1;
  end 
  else if(no_space == 1 || win ==1'b1)
  begin 
   next_state <= GAME_DONE; 
   computer_play <= 1'b1;
  end  
 end 
 GAME_DONE:begin 
  player_play <= 1'b0;
  computer_play <= 1'b0; 
  if(reset==1'b1) 
   next_state <= IDLE;
  else 
   next_state <= GAME_DONE;  
 end 
 default: next_state <= IDLE; 
 endcase
 end
endmodule 
module illegal_move_detector(
   input [1:0] pos1,pos2,pos3,pos4,pos5,pos6,pos7,pos8,pos9, 
   input [8:0] PC_en, PL_en, 
   output wire illegal_move
   );
wire temp1,temp2,temp3,temp4,temp5,temp6,temp7,temp8,temp9;
wire temp11,temp12,temp13,temp14,temp15,temp16,temp17,temp18,temp19;
wire temp21,temp22;
assign temp1 = (pos1[1] | pos1[0]) & PL_en[0];
assign temp2 = (pos2[1] | pos2[0]) & PL_en[1];
assign temp3 = (pos3[1] | pos3[0]) & PL_en[2];
assign temp4 = (pos4[1] | pos4[0]) & PL_en[3];
assign temp5 = (pos5[1] | pos5[0]) & PL_en[4];
assign temp6 = (pos6[1] | pos6[0]) & PL_en[5];
assign temp7 = (pos7[1] | pos7[0]) & PL_en[6];
assign temp8 = (pos8[1] | pos8[0]) & PL_en[7];
assign temp9 = (pos9[1] | pos9[0]) & PL_en[8];
assign temp11 = (pos1[1] | pos1[0]) & PC_en[0];
assign temp12 = (pos2[1] | pos2[0]) & PC_en[1];
assign temp13 = (pos3[1] | pos3[0]) & PC_en[2];
assign temp14 = (pos4[1] | pos4[0]) & PC_en[3];
assign temp15 = (pos5[1] | pos5[0]) & PC_en[4];
assign temp16 = (pos6[1] | pos6[0]) & PC_en[5];
assign temp17 = (pos7[1] | pos7[0]) & PC_en[6];
assign temp18 = (pos8[1] | pos8[0]) & PC_en[7];
assign temp19 = (pos9[1] | pos9[0]) & PC_en[8];
assign temp21 =((((((((temp1 | temp2) | temp3) | temp4) | temp5) | temp6) | temp7) | temp8) | temp9);
assign temp22 =((((((((temp11 | temp12) | temp13) | temp14) | temp15) | temp16) | temp17) | temp18) | temp19);
assign illegal_move = temp21 | temp22 ;
endmodule 
module nospace_detector(
   input [1:0] pos1,pos2,pos3,pos4,pos5,pos6,pos7,pos8,pos9, 
   output wire no_space
    );
wire temp1,temp2,temp3,temp4,temp5,temp6,temp7,temp8,temp9;
assign temp1 = pos1[1] | pos1[0];
assign temp2 = pos2[1] | pos2[0];
assign temp3 = pos3[1] | pos3[0];
assign temp4 = pos4[1] | pos4[0];
assign temp5 = pos5[1] | pos5[0];
assign temp6 = pos6[1] | pos6[0];
assign temp7 = pos7[1] | pos7[0];
assign temp8 = pos8[1] | pos8[0];
assign temp9 = pos9[1] | pos9[0];
assign no_space =((((((((temp1 & temp2) & temp3) & temp4) & temp5) & temp6) & temp7) & temp8) & temp9);
endmodule
module position_decoder(input[3:0] in, input enable, output wire [15:0] out_en);
 reg[15:0] temp1;
 assign out_en = (enable==1'b1)?temp1:16'd0;
 always @(*)
 begin
 case(in)
 4'd0: temp1 <= 16'b0000000000000001;
 4'd1: temp1 <= 16'b0000000000000010; 
 4'd2: temp1 <= 16'b0000000000000100;
 4'd3: temp1 <= 16'b0000000000001000;
 4'd4: temp1 <= 16'b0000000000010000;
 4'd5: temp1 <= 16'b0000000000100000;
 4'd6: temp1 <= 16'b0000000001000000;
 4'd7: temp1 <= 16'b0000000010000000;
 4'd8: temp1 <= 16'b0000000100000000;
 4'd9: temp1 <= 16'b0000001000000000;
 4'd10: temp1 <= 16'b0000010000000000;
 4'd11: temp1 <= 16'b0000100000000000;
 4'd12: temp1 <= 16'b0001000000000000;
 4'd13: temp1 <= 16'b0010000000000000;
 4'd14: temp1 <= 16'b0100000000000000;
 4'd15: temp1 <= 16'b1000000000000000;
 default: temp1 <= 16'b0000000000000001; 
 endcase 
end 
endmodule 
module position_registers(
      input clock, 
      input reset, 
      input illegal_move, 
      input [8:0] PC_en, 
      input [8:0] PL_en, 
      output reg[1:0] pos1,pos2,pos3,pos4,pos5,pos6,pos7,pos8,pos9
      );
 always @(posedge clock or posedge reset)
 begin
  if(reset) 
   pos1 <= 2'b00;
  else begin
   if(illegal_move==1'b1)
    pos1 <= pos1;
   else if(PC_en[0]==1'b1)
    pos1 <= 2'b10; 
   else if (PL_en[0]==1'b1)
    pos1 <= 2'b01;
   else 
    pos1 <= pos1;
  end 
 end 
 always @(posedge clock or posedge reset)
 begin
  if(reset) 
   pos2 <= 2'b00;
  else begin
   if(illegal_move==1'b1)
    pos2 <= pos2;
   else if(PC_en[1]==1'b1)
    pos2 <= 2'b10; 
   else if (PL_en[1]==1'b1)
    pos2 <= 2'b01;
   else 
    pos2 <= pos2;
  end 
 end 
 always @(posedge clock or posedge reset)
 begin
  if(reset) 
   pos3 <= 2'b00;
  else begin
   if(illegal_move==1'b1)
    pos3 <= pos3;
   else if(PC_en[2]==1'b1)
    pos3 <= 2'b10; 
   else if (PL_en[2]==1'b1)
    pos3 <= 2'b01;
   else 
    pos3 <= pos3;
  end 
 end  
 always @(posedge clock or posedge reset)
 begin
  if(reset) 
   pos4 <= 2'b00;
  else begin
   if(illegal_move==1'b1)
    pos4 <= pos4;
   else if(PC_en[3]==1'b1)
    pos4 <= 2'b10; 
   else if (PL_en[3]==1'b1)
    pos4 <= 2'b01;
   else 
    pos4 <= pos4;
  end 
 end 
 always @(posedge clock or posedge reset)
 begin
  if(reset) 
   pos5 <= 2'b00;
  else begin
   if(illegal_move==1'b1)
    pos5 <= pos5;
   else if(PC_en[4]==1'b1)
    pos5 <= 2'b10;
   else if (PL_en[4]==1'b1)
    pos5 <= 2'b01;
   else 
    pos5 <= pos5;
  end 
 end 
 always @(posedge clock or posedge reset)
 begin
  if(reset) 
   pos6 <= 2'b00;
  else begin
   if(illegal_move==1'b1)
    pos6 <= pos6;
   else if(PC_en[5]==1'b1)
    pos6 <= 2'b10; 
   else if (PL_en[5]==1'b1)
    pos6 <= 2'b01;
   else 
    pos6 <= pos6;
  end 
 end 
 always @(posedge clock or posedge reset)
 begin
  if(reset) 
   pos7 <= 2'b00;
  else begin
   if(illegal_move==1'b1)
    pos7 <= pos7;
   else if(PC_en[6]==1'b1)
    pos7 <= 2'b10; 
   else if (PL_en[6]==1'b1)
    pos7 <= 2'b01;
   else 
    pos7 <= pos7;
  end 
 end 
 always @(posedge clock or posedge reset)
 begin
  if(reset) 
   pos8 <= 2'b00;
  else begin
   if(illegal_move==1'b1)
    pos8 <= pos8;
   else if(PC_en[7]==1'b1)
    pos8 <= 2'b10; 
   else if (PL_en[7]==1'b1)
    pos8 <= 2'b01;
   else 
    pos8 <= pos8;
  end 
 end 
 always @(posedge clock or posedge reset)
 begin
  if(reset) 
   pos9 <= 2'b00;
  else begin
   if(illegal_move==1'b1)
    pos9 <= pos9;
   else if(PC_en[8]==1'b1)
    pos9 <= 2'b10; 
   else if (PL_en[8]==1'b1)
    pos9 <= 2'b01;
   else 
    pos9 <= pos9;
  end 
 end  
endmodule 
module tic_tac_toe_game(
     input clock, 
     input reset,  
     input play,  
     input pc,  
     input [3:0] computer_position,player_position,  
     output wire [1:0] pos1,pos2,pos3,
     pos4,pos5,pos6,pos7,pos8,pos9,
     output wire[1:0]who 
    );
 wire [15:0] PC_en; 
 wire [15:0] PL_en; 
 wire illegal_move; 
 wire win; 
 wire computer_play; 
 wire player_play; 
 wire no_space;     
  position_registers position_reg_unit(
      clock, 
      reset, 
      illegal_move,  
      PC_en[8:0], 
      PL_en[8:0], 
      pos1,pos2,pos3,pos4,pos5,pos6,pos7,pos8,pos9
      );
 winner_detector win_detect_unit(pos1,pos2,pos3,pos4,pos5,pos6,pos7,pos8,pos9,win,who);
 position_decoder pd1(computer_position,computer_play,PC_en);
 position_decoder pd2(player_position,player_play,PL_en); 
  illegal_move_detector imd_unit(
   pos1,pos2,pos3,pos4,pos5,pos6,pos7,pos8,pos9, 
   PC_en[8:0], PL_en[8:0], 
   illegal_move
   );
 nospace_detector nsd_unit(
   pos1,pos2,pos3,pos4,pos5,pos6,pos7,pos8,pos9, 
   no_space
    ); 
 fsm_controller tic_tac_toe_controller(
     clock,
     reset,
     play, 
     pc,
     illegal_move,
     no_space,
     win, 
     computer_play, 
     player_play 
     );    
endmodule 
module winner_detect_3(input [1:0] pos0,pos1,pos2, output wire winner, output wire [1:0]who);
wire [1:0] temp0,temp1,temp2;
wire temp3;
assign temp0[1] = !(pos0[1]^pos1[1]);
assign temp0[0] = !(pos0[0]^pos1[0]);
assign temp1[1] = !(pos2[1]^pos1[1]);
assign temp1[0] = !(pos2[0]^pos1[0]);
assign temp2[1] = temp0[1] & temp1[1];
assign temp2[0] = temp0[0] & temp1[0];
assign temp3 = pos0[1] | pos0[0];
assign winner = temp3 & temp2[1] & temp2[0];
assign who[1] = winner & pos0[1];
assign who[0] = winner & pos0[0];
endmodule
module winner_detector(input [1:0] pos1,pos2,pos3,pos4,pos5,pos6,pos7,pos8,pos9, output wire winner, output wire [1:0]who);
wire win1,win2,win3,win4,win5,win6,win7,win8;
wire [1:0] who1,who2,who3,who4,who5,who6,who7,who8;
winner_detect_3 u1(pos1,pos2,pos3,win1,who1);
winner_detect_3 u2(pos4,pos5,pos6,win2,who2);
winner_detect_3 u3(pos7,pos8,pos9,win3,who3);
winner_detect_3 u4(pos1,pos4,pos7,win4,who4);
winner_detect_3 u5(pos2,pos5,pos8,win5,who5);
winner_detect_3 u6(pos3,pos6,pos9,win6,who6);
winner_detect_3 u7(pos1,pos5,pos9,win7,who7);
winner_detect_3 u8(pos3,pos5,pos6,win8,who8);
assign winner = (((((((win1 | win2) | win3) | win4) | win5) | win6) | win7) | win8);
assign who = (((((((who1 | who2) | who3) | who4) | who5) | who6) | who7) | who8);
endmodule 
==> flow_summary.ini <==
; generated from flow reports
[cells_and_area]
logic_area_um2 = 998
drive_above_1_share_pct = 15.5
fin_cells = 296
n_fill_cell = 509
syn_to_final_growth_pct = 30.1
ff_latch_area_um2 = 548
design_area_um2 = 2130

[logic_synthesis]
syn-cell-area_um2 = 1640
yosys_warnings = 3
yosys_area_um2 = 1640
syn_avg_cell_area_um2 = 8.68
top_area_cell = dfrtp_1
most_common_cell = dfrtp_1
ys_ff = 23
async_reset_ff_share_pct = 87.0
ff_type = dfrtp_1
top_area_share_pct = 30.5
yosys-top-cells-count = 20 x dfrtp_1, 14 x nor3_1, 13 x nor2_1
edf_count = 0
synth.distinct_cells = 54
synthCells = 189
synth.top_cells.by_area = dfrtp_1 31%, nor3_1 4.3%, and3_1 4.2%
ys_cells = 189

[worst_setup_path]
worstPathArrival_ns = 2.30
r2r-start = tic_tac_toe_controller.current_state[0]
reg2reg_to = tic_tac_toe_controller.current_state[1]
crit_required_ns = 2.40
reg2regPathDepth = 10
startpoint_type = flop
rrSetupSlack_ns = 0.49
criticalPathCategory = flop to output pin
endpoint_kind = output pin
path_max_fanout = 5

[job]
warnings = 25
cap_violations = 0

[grt]
grt_max_degree = 23
gr-usage-all-layers_pct = 17.0
grt_pass1_wl_mm = 7.73
grt_pass1_vias = 1481
antenna_found_initial = 0
grt-ovfl-total = 0

[timing]
period_minus_slack_ns = 2.90
untimed_endpoints = 3
skew_ns = 0.00377
unclocked_pins = 3
setup_violations = 0
final_max_slew_viol_count = 0
fmax_mhz = 345
hold_viol_final = 0
fin_crit_sh_pct = 96.7
holdWs_ns = 0.594

[power_and_ir_drop]
sequentialPowerShare_pct = 40.0
powerDensity_nw_per_um2 = 452
vdd_ir_drop_max_v = 0.000223
internal_power_mw = 0.641
netSwitchingPower_mw = 0.325
leakagePower_nw = 0.940
pwr-share-comb_pct = 38.7
switching_share_pct = 33.7
pwr-share-clk_pct = 21.3

[place]
place.gp.congestion = 0.957
dp.cells = 290
place_area_um2 = 2050
hpwl_mm = 3.52
io_buffers = 31

[clock_network]
cts_root_buffer = clkbuf_8
clkLatencyLatePin_ns = 0.26
cts_tree = built
cts_buffers = 3
clock_path_buffers = 2
postCtsHoldBufs = 0
clk_pin_slew_worst_paths_ns = 0.08
h-tree-depth = 1

[route]
wl_mm = 4.69
drtIter0Drc = 75
vias = 1597
first_pass_iters = 4
via_per_inst = 5.40
diodes = 0
postRouteAntennaNets = 0
wl_per_cell_um = 15.9
drc = 0

[floorplanning]
die_w_um = 75.9
rows = 26
core_um2 = 5170
dieArea_um2 = 5770
floorplan.core_util_pct = 31.7
dieHeight_um = 75.9
num_io_pins = 32

[worst_hold_path]
worstHoldStart = position_reg_unit.pos4[1]
min_path_type = flop to flop
min_to = position_reg_unit.pos4[1]
whs_path_depth = 1

[outcome]
status = complete, no violations
## worst max-delay path, cell delays in order (launching register included)
cell	delay (ns)
dfrtp_1	0.44
and3_1	0.21
o22ai_2	0.17
a21oi_1	0.09
or3_4	0.39
a221o_1	0.35
clkdlybuf4s50_1	0.40
## final cells by class
| class | instances | share of cell area [%] |
|---|---|---|
| repair buffers | 46 | 19.8 |
| clock buffers | 4 | 2.58 |
| multi-input cells | 147 | 46.8 |
| inverters | 6 | 1.06 |
| flip-flops and latches | 23 | 25.7 |
| well taps | 70 | 4.10 |
## per-layer routing
metal / wire length (um) / global-route usage [%] / up-vias
li1: - / - / 786
met3: 243 / 1.59 / 4
met2: 2090 / 25.0 / 52
met5: 0 / 0 / -
met4: 25 / 1.73 / 0
met1: 2330 / 28.6 / 755
## repair_timing
| item | CTS | global route |
|---|---|---|
| resized | 3 | 1 |
| setup endpoints to repair | 2 | 2 |
| pin swaps | 0 | 1 |
| setup buffers | 0 | 2 |
## cells by family after synthesis
kind of cell	Yosys count	share of synthesized area [%]
simple gates	93	33.4
compound gates	49	23.3
buf+inv	21	7.02
flops	20	30.5
latches	3	2.75
mux	2	2.75
other cells	1	0.229
## worst max path at each step
| stage | depth (start not counted) | end | slack [ns] | startpoint |
|---|---|---|---|---|
| 6_report | 6 | who[0] | 0.10 | position_reg_unit.pos1[0] |
| 5_1_grt | 6 | who[0] | -0.001 | position_reg_unit.pos1[1] |
| 4_1_cts | 6 | who[0] | 0.03 | position_reg_unit.pos1[1] |
## power by group through the flow
stage / Combinational (mW) / Clock [mW] / Sequential, mW
final: 0.373 / 0.206 / 0.386
after CTS: 0.362 / 0.212 / 0.385
after global routing: 0.407 / 0.220 / 0.396
## per-stage QoR
stage	setup TNS, ns	setup slack (ns)	power, mW	utilization (%)
after floorplan	0	0.559	0.570	-
after global placement	-0.0527	-0.0527	0.745	39.6
after detailed placement	-0.0628	-0.0628	0.746	39.6
after CTS	0	0.0303	0.959	40.9
after global routing	-0.00141	-0.00141	1.02	41.3
final	0	0.100	0.966	41.3
## cell usage in the layout (no fill, tap or decap), drive strengths merged, types with 3 or more instances in the layout
cell and instances:
a31oi 5, o21bai 4, conb 3, buf 15
dfrtp 20, nor2b 8, and2 3, nand2 11
nand2b 4, and3 11, a21oi 4, a41o 5
nand3 9, clkbuf 4, a211oi 3, a41oi 5
or3 4, o21ai 8, nor3 15, dlxtn 3
clkdlybuf4s50 31, nor2 15, inv 6
Power is estimated from default activity; no workload was simulated.
